===== flow/run.sh =====
#!/bin/bash
# OpenROAD 26Q1-2900-gdf79404cd8, Yosys 0.63+post, stock flow scripts
make -C /OpenROAD-flow-scripts/flow DESIGN_CONFIG=/design/flow/config.mk WORK_HOME=/design/flow/orfs finish

===== flow/config.mk =====
export PLATFORM = sky130hd
export DESIGN_NAME = seven_segment_controller
export DESIGN_NICKNAME = seven_segment_controller
export VERILOG_FILES = /design/flow/design.v
export SDC_FILE = /design/flow/constraint.sdc
export NUM_CORES = 4
export LEC_CHECK = 1
export CORE_UTILIZATION = 30

===== flow/constraint.sdc =====
current_design seven_segment_controller

set clk_period 5.9
set clk_io_pct 0.2

create_clock -name clk0 -period $clk_period [get_ports {clk}]

set non_clock_inputs [all_inputs -no_clocks]
set_input_delay [expr $clk_period * $clk_io_pct] -clock clk0 $non_clock_inputs
set_output_delay [expr $clk_period * $clk_io_pct] -clock clk0 [all_outputs]

===== flow/design.v =====
module seven_segment_controller (
  input wire clk,
  input wire [4:0] buttons,  
  output reg [7:0] segment_display,  
  output reg [7:0] digit_enable  
);
  reg [3:0] digit_value [7:0];  
  reg [2:0] current_digit = 0;  
  reg [22:0] counter = 0;  
  reg [4:0] prev_buttons = 0;  
  reg edit_mode = 0;  
  reg blink_state = 0;  
  always @(posedge clk) begin
    counter <= counter + 1;
    if (counter == 23'h7FFFFF) begin
      if (buttons[0] && !prev_buttons[0])  
        current_digit <= (current_digit == 0) ? 7 : current_digit - 1;
      else if (buttons[1] && !prev_buttons[1])  
        current_digit <= (current_digit == 7) ? 0 : current_digit + 1;
      if (buttons[4] && !prev_buttons[4])  
        edit_mode <= ~edit_mode;
      if (edit_mode) begin
        if (buttons[2] && !prev_buttons[2])  
          digit_value[current_digit] <= (digit_value[current_digit] == 9) ? 0 : digit_value[current_digit] + 1;
        else if (buttons[3] && !prev_buttons[3])  
          digit_value[current_digit] <= (digit_value[current_digit] == 0) ? 9 : digit_value[current_digit] - 1;
      end
      prev_buttons <= buttons;
    end
    if (counter[21:0] == 22'h3FFFFF) begin
      blink_state <= ~blink_state;
    end
  end
  reg [2:0] display_digit = 0;
  always @(posedge clk) begin
    if (counter[15:0] == 16'hFFFF) begin
      display_digit <= display_digit + 1;
      digit_enable <= ~(1 << display_digit);
      if (display_digit == current_digit && !edit_mode && !blink_state)
        segment_display <= 8'b11111111;  
      else
        segment_display <= digit_to_7segment(digit_value[display_digit]);
    end
  end
  function [7:0] digit_to_7segment;
    input [3:0] digit;
    case (digit)
      4'd0: digit_to_7segment = 8'b11000000;  
      4'd1: digit_to_7segment = 8'b11111001;  
      4'd2: digit_to_7segment = 8'b10100100;  
      4'd3: digit_to_7segment = 8'b10110000;  
      4'd4: digit_to_7segment = 8'b10011001;  
      4'd5: digit_to_7segment = 8'b10010010;  
      4'd6: digit_to_7segment = 8'b10000010;  
      4'd7: digit_to_7segment = 8'b11111000;  
      4'd8: digit_to_7segment = 8'b10000000;  
      4'd9: digit_to_7segment = 8'b10010000;  
      default: digit_to_7segment = 8'b11111111;  
    endcase
  endfunction
endmodule

==> flow_summary.json <==
{
  "outcome": "finished, final reports clean",
  "grt_max_degree": 20,
  "wirelength_mm": 6.63,
  "rsz0062_at_grt": "no",
  "cts_hold_buf": 0,
  "layout-drive-gt1-share_pct": 14.6,
  "fillers": 1213,
  "ys.flop_type": "edfxtp_1",
  "period_used_pct": 52.8,
  "core_um2": 12800,
  "numCtsBuffers": 9,
  "worst_clock_skew_ns": 0.00837,
  "p_leak_uw": 0.00159,
  "finalHoldViolCount": 0,
  "setup_viol": 0,
  "drt_iter0_drc": 147,
  "syn_to_final_growth_pct": 16.6,
  "cts_tree": "yes",
  "finalCriticalPeriod_ns": 3.11,
  "gp_congestion": 0.889,
  "synth-edff-count": 60,
  "synth_seq_share_pct": 56.2,
  "grt_pass1_vias": 2217,
  "ys_area_um2": 4020,
  "drtAntennaViolNets": 0,
  "hpwl_mm": 4.77,
  "p_per_area_nw_per_um2": 258,
  "io_pins": 22,
  "maxSlewHeadroom_pct": 49.9,
  "critPathLaunch": "buttons[2]",
  "chipWidth_um": 118,
  "yosysTopAreaCellShare_pct": 44.8,
  "endpoint": "digit_value[1][2]",
  "root_buffer": "clkbuf_16",
  "cts_sinks": 83,
  "min_from": "counter[0]",
  "clock_latency_ns": 0.34,
  "layout.area.comb_um2": 1610,
  "reg2reg_to": "segment_display[4]",
  "slew_viol_final": 0,
  "post_cts_buffers": 0,
  "finish.utilization_pct": 36.6,
  "fin_setup_tns_ns": 0,
  "path_clk_slew_ns": 0.07,
  "synthCells": 299,
  "crit_chain": "clkdlybuf4s50_1 -> nor2b_1 -> o211ai_1 -> nor4_1 -> nand2_1 -> nor3_1",
  "critPathMaxStageDelay_ns": 0.47,
  "drc": 0,
  "fmax_ghz": 0.321,
  "worst_slew_pin_slew_ns": 0.751,
  "topCellsByArea": "edfxtp_1 45%, dfxtp_1 11%, mux4_2 9.0%, ha_1 5.0%, xnor2_1 3.3%",
  "synth_stat.cells": 299,
  "regArea_um2": 2260,
  "vias": 2298,
  "yosysWarnings": 1,
  "routed_via_density": 4.60,
  "warning_count": 35,
  "antenna_found_initial": 0,
  "r2r_cells": 6,
  "critPathKind": "in2reg",
  "fp_util_pct": 31.4,
  "post_cts_resized": 0,
  "cp-start-kind": "input port",
  "critPathArrivalTime_ns": 3.09,
  "post_drt_wl_per_cell_um": 13.3,
  "synth-seq-cells": 83,
  "maxCapViolCount": 0,
  "grt_pass1_wl_mm": 11.1,
  "crit_fanout": 4,
  "max-vdd-ir-drop_mv": 0.111,
  "largest_area_cell": "edfxtp_1",
  "async_reset_ff_share_pct": 0,
  "firstDrtPassIters": 4,
  "track_usage_pct": 10.4,
  "h-tree-depth": 3,
  "antenna_cells": 0,
  "clockBufferDepth": 2,
  "r2r_slack_ns": 3.11,
  "ys_types": 51,
  "grt.overflow.total": 0,
  "port_buffers": 20,
  "end_kind": "flip-flop",
  "min_path_type": "reg2reg",
  "num_rows": 41,
  "r2r_start": "display_digit[0]",
  "chip_area_um2": 13900,
  "die_y_um": 118,
  "synth_area_per_cell_um2": 13.5,
  "slowest_stage": "clkdlybuf4s50_1",
  "synth.cell_area_um2": 4020,
  "cp.required_ns": 5.87
}
## metal layers
metal  vias to the layer above  global-route usage, %  share of wire (%)
met5                         -                      0                  0
met4                         0                   2.16                2.2
li1                       1157                      -                  -
met2                        78                   15.6                 45
met1                      1050                   14.7                 46
met3                        13                   4.15                7.2
## synthesized netlist by cell type (2+ instances only)
library cell	instances
nand2_1	21
and2_1	3
nor2_1	16
nor3b_1	3
ha_1	16
nand2b_1	4
clkbuf_1	3
mux2i_1	4
dfxtp_1	23
buf_4	2
nand3_1	11
o21ai_0	2
xnor2_1	15
and4_1	4
o21ai_1	3
nor3_1	6
o211ai_1	2
nand4_1	5
edfxtp_1	60
mux2i_4	3
mux2_2	2
inv_2	2
mux4_2	16
a31oi_1	3
and3_1	5
buf_2	2
a21oi_1	10
buf_6	3
nor2b_1	4
inv_1	16
xor2_1	10
## worst min-delay path by stage
stage / end / slack [ns] / cells after the start
5_1_grt: counter[0] / 0.45 / 1
6_report: counter[0] / 0.42 / 1
4_1_cts: counter[0] / 0.42 / 1
## placed cells by master, fill, tap and decap left out, types with 5 or more instances in the layout
cell	count
and3_1	5
nor2_1	16
xnor2_1	15
mux4_2	16
ha_1	16
edfxtp_1	60
nand2_1	21
nand3_1	11
xor2_1	10
inv_1	16
clkdlybuf4s50_1	20
dfxtp_1	23
a21oi_1	10
clkbuf_16	9
nor3_1	6
nand4_1	5
## sequential cells by signal, indices dropped and copies added, names as in the netlist
signal	flops
counter	23
digit_value	32
prev_buttons	5
segment_display	7
digit_enable	8
display_digit	3
current_digit	3
edit_mode	1
blink_state	1
## metrics by stage
stage	hold WS [ns]	std cells	instance area, um^2	power [uW]	worst slack [ns]
global route	0.453	500	4690	1250	2.63
floorplan	0.383	299	4020	669	3.21
finish	0.417	500	4690	1210	2.79
global placement	0.393	484	4390	676	2.41
detailed placement	0.404	484	4390	676	2.42
CTS	0.422	500	4690	1220	2.77
## final cells by class
type,instances,area share [%]
clock buffers,9,4.80
flip-flops and latches,83,48.2
clock inverters,7,1.63
well taps,172,4.59
repair buffers,23,4.75
multi-input cells,187,34.2
inverters,19,1.81
## critical path, delay by kind of cell
kind                   cells  cell delay, ns
AND-OR/OR-AND              1            0.13
AND/OR/NAND/NOR            4            1.31
buffers and inverters      1            0.47
## logic make-up (layout without fill, tap and decap cells)
group	Yosys count	count (layout)	synth area share, %
other	1	1	0.0932
adders and majority gates	16	16	4.98
xor gates and xnor gates	25	25	5.44
muxes	27	27	12.8
buffers and inverters	29	58	3.86
and+or+nand+nor	90	90	12.1
AOI/OAI and AO/OA	28	28	4.48
DFF	83	83	56.2
## power breakdown
part	leakage (uW)	total (uW)	internal, uW	switching (uW)
sequential	0.000727	631	623	8.30
clock	0.000149	547	301	246
combinational	0.000710	32.5	18.2	14.3
Power is estimated from default activity; no workload was simulated.
