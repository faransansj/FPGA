==> design/flow/run.sh <==
#!/bin/bash
# OpenROAD 26Q1-2900-gdf79404cd8, Yosys 0.63+post, stock flow scripts
make -C /OpenROAD-flow-scripts/flow DESIGN_CONFIG=/design/flow/config.mk WORK_HOME=/design/flow/orfs finish
==> design/flow/config.mk <==
export PLATFORM = sky130hd
export DESIGN_NAME = top
export DESIGN_NICKNAME = top
export VERILOG_FILES = /design/flow/design.v
export SDC_FILE = /design/flow/constraint.sdc
export NUM_CORES = 4
export LEC_CHECK = 1
export CORE_UTILIZATION = 50
==> design/flow/constraint.sdc <==
current_design top

set clk_period 3.7
set clk_io_pct 0.2

create_clock -name clk0 -period $clk_period [get_ports {clk}]

set non_clock_inputs [all_inputs -no_clocks]
set_input_delay [expr $clk_period * $clk_io_pct] -clock clk0 $non_clock_inputs
set_output_delay [expr $clk_period * $clk_io_pct] -clock clk0 [all_outputs]
==> design/flow/design.v <==
module top(
    input wire clk,
    input wire rst,
    input wire uart_rx,
    output wire programming_done
);
    wire [7:0] uart_data;
    wire data_valid;
    uart_receiver_fpga_program uart_inst(
        .clk(clk),
        .rx(uart_rx),
        .data_out(uart_data),
        .valid(data_valid),
        .programming_done(programming_done)
    );
endmodule
module uart_receiver_fpga_program(
    input wire clk,
    input wire rx,
    output reg [7:0] data_out,
    output reg valid,
    output reg programming_done   
);
    parameter BAUD_RATE = 115200;
    parameter CLOCK_FREQ = 100000000;  
    reg [15:0] baud_counter;
    reg [7:0] bit_index;
    reg receiving;
    reg [7:0] rx_shift_reg;
    reg [15:0] byte_counter;    
    initial begin
        baud_counter = 0;
        bit_index = 0;
        receiving = 0;
        rx_shift_reg = 0;
        data_out = 0;
        valid = 0;
        programming_done = 0;
        byte_counter = 0;
    end
    always @(posedge clk) begin
        if (!receiving) begin
            if (!rx) begin   
                receiving <= 1;
                baud_counter <= (CLOCK_FREQ / BAUD_RATE) / 2;  
            end
        end else begin
            baud_counter <= baud_counter - 1;
            if (baud_counter == 0) begin
                baud_counter <= CLOCK_FREQ / BAUD_RATE;
                if (bit_index < 8) begin
                    rx_shift_reg[bit_index] <= rx;   
                    bit_index <= bit_index + 1;
                end else if (bit_index == 8) begin
                    data_out <= rx_shift_reg;   
                    valid <= 1;
                    receiving <= 0;
                    bit_index <= 0;
                    byte_counter <= byte_counter + 1;   
                end
            end
        end
        if (byte_counter == EXPECTED_BITSTREAM_SIZE) begin
            programming_done <= 1;   
        end
    end
endmodule
==> impl_summary.log <==
[report] implementation figures
INFO  metric routedWlPerCell = 13.18 µm
INFO  metric path_max_fanout = 16
INFO  metric setup_viol = 0
INFO  metric layout_top_cell = edfxtp_1
INFO  metric die_area = 4406 µm²
INFO  metric finalCriticalPeriod = 2.769 ns
INFO  metric final_area = 2255 µm²
INFO  metric routability_congestion = 0.8740
INFO  metric layout.cells.most_common_list = edfxtp_1 (41), nor2_1 (16), xnor2_1 (14), xor2_1 (11)
INFO  metric hpwl = 2.099 mm
INFO  metric ctsHoldBuffers = 0
INFO  metric layout-drive-gt1-share = 0.06522
INFO  metric ys_async_sr_fraction = 0
INFO  metric tritoncts.num_buffers = 5
INFO  metric log.warning_count = 27
INFO  metric routed_via_density = 5.432
INFO  metric cellLeakagePower = 0.8281 nW
INFO  metric overflow = 0
INFO  metric yosys.stat.chipArea = 2072 µm²
INFO  metric dp_worst_setup_slack = 0.9507 ns
INFO  metric grt_first_pass_wirelength = 5.161 mm
INFO  metric mi_logic_area = 802.0 µm²
INFO  metric finClkSkew = 0.009718 ns
INFO  metric numClockSinks = 42
INFO  metric antenna-diode-count = 0
INFO  metric detailroute.via_count = 1,271
INFO  metric totalNegativeSetupSlack = 0 ns
INFO  metric status = completed
INFO  metric fillCellCount = 315
INFO  metric relSlewSlack = 0.4170
INFO  metric syn_avg_cell_area = 12.12 µm²
INFO  metric drt-total-wl = 3.083 mm
INFO  metric mapped_cells = 171
INFO  metric dpl_cell_area = 2170 µm²
INFO  metric netlist-cell-type-count = 33
INFO  metric type_of_the_most_critical_hold_path = reg2reg
INFO  metric unrepaired_setup_endpoints_after_global_routing = false
INFO  metric netlist_top_cells_area = edfxtp_1 (59%), xnor2_1 (5.9%), xor2_1 (4.6%)
INFO  metric chipHeight = 66.38 µm
INFO  metric synth_stat.cells = 171
INFO  metric worst_setup_path_end_kind = flip-flop
INFO  metric setup.worst_path.start_class = flip-flop
INFO  metric max_cap_violations = 0
INFO  metric postRouteAntennaNets = 0
INFO  metric clock_tree_from_tritoncts = done
INFO  metric bufs_on_longest_clock_path = 2
INFO  metric cts-resized-gates = 0
INFO  metric first_pass_iters = 4
INFO  metric layout.core_utilization = 0.5637
INFO  metric initial_utilization = 0.5180
INFO  metric core_area = 4000 µm²
INFO  metric floorplan.die.width = 66.38 µm
INFO  metric port_buffers = 2
INFO  metric drt_drc_violations_left = 0
INFO  metric peak_supply_drop = 0.2395 mV
INFO  metric initialDrtViolationCount = 67
INFO  metric top_area_frac = 0.5942
INFO  metric area_delta_synth_final = 8.816%
INFO  metric yosysTopAreaCell = edfxtp_1
INFO  metric num_io_pins = 4
INFO  metric numSynthFlops = 42
INFO  metric enable_flop_cells = 41
INFO  metric ff_type = edfxtp_1
INFO  metric clkSlewWorstSetupHoldPaths = 0.08 ns
INFO  metric grtUsageTotal = 0.1666
INFO  metric fmax = 361.1 MHz
INFO  metric timing.final.hold_violations = 0
INFO  metric vias_in_the_first_global_route = 1,156
INFO  metric post-route-period-util = 0.7484
INFO  metric antenna_found_initial = 0
INFO  metric postCtsSetupBuffers = 0
INFO  metric synth-warning-count = 3
INFO  metric arrival = 2.69 ns
INFO  metric final.setup.worst_slack = 0.9309 ns
INFO  metric power_density_normalized_to_cell_area = 354.6 nW/µm²
INFO  metric worst-setup-path-type = reg2reg
INFO  metric netlist_area = 2072 µm²
INFO  metric regArea = 1251 µm²
INFO  metric ctsHtreeMaxLevel = 2
INFO  metric maxSlewViolCount = 0
INFO  metric grt_max_degree = 17
INFO  metric cp.required = 3.62 ns
INFO  metric clk_latency = 0.29 ns
INFO  metric worst_max_slew_pin_slew = 0.8679 ns
INFO  metric floorplan.rows = 23
INFO  metric cts.root.buffer_cell = clkbuf_8
INFO  metric yosys.stat.seqShare = 0.6039
final timing paths:
kind	cells after the start	slack [ns]	endpoint	start
setup / recovery	6	0.93	uart_inst.byte_counter[3]	uart_inst.baud_counter[0]
hold / removal	1	0.58	uart_inst.baud_counter[0]	uart_inst.baud_counter[0]
setup reg to reg	6	0.93	uart_inst.byte_counter[3]	uart_inst.baud_counter[0]
hold reg to reg	1	0.58	uart_inst.baud_counter[0]	uart_inst.baud_counter[0]
registers in the layout, indices dropped and copies added (netlist names):
register	flops
uart_inst.baud_counter	16
uart_inst.bit_index	8
uart_inst.byte_counter	16
uart_inst.programming_done	1
uart_inst.receiving	1
Yosys cell counts, types with 4 or more instances:
cell type  number
nand3_1        10
nand2b_1        6
o21ai_0         5
xor2_1         11
xnor2_1        14
nor3_1          8
nand2_1        10
nor2_1         16
ha_1            4
inv_1           7
edfxtp_1       41
nand4_1         7
nor4_1          5
per-layer routing:
metal / part of all wire / vias to the layer above / wire length [µm] / global-route usage
li1: - / 651 / - / -
met2: 0.40 / 14 / 1230 / 0.2207
met5: 0 / - / 0 / 0
met3: 0.033 / 5 / 101 / 0.04895
met1: 0.55 / 601 / 1696 / 0.3057
met4: 0.018 / 0 / 55 / 0.02394
metrics by stage:
stage / hold slack (ns) / total power, mW / instances
after detailed placement: 0.5755 / 0.5282 / 226
after floorplan: 0.5557 / 0.5258 / 174
final: 0.5817 / 0.7996 / 234
after global routing: 0.6017 / 0.8333 / 234
after global placement: 0.5731 / 0.5281 / 226
after CTS: 0.5873 / 0.8136 / 234
critical path: stages (launching register included):
cell	delay, ns
edfxtp_1	0.40
inv_1	0.07
ha_1	0.17
nor2b_1	0.46
nand4_2	0.24
nor2_1	0.34
and4_1	0.71
area by class of cell:
type	instances	area share
Clock buffer	5	0.03052
Clock inverter	3	0.007214
Inverter	7	0.01165
Multi-Input combinational cell	124	0.3557
Sequential cell	42	0.5549
Tap cell	50	0.02775
Timing Repair Buffer	3	0.01221
logic make-up (layout without fill, tap and decap cells):
group / Yosys count / after routing / synth area share
adders and majority gates: 4 / 4 / 0.02416
and+or+nand+nor: 77 / 77 / 0.2089
buffers and inverters: 8 / 18 / 0.01449
xor gates and xnor gates: 25 / 25 / 0.1057
AOI/OAI and AO/OA: 13 / 13 / 0.03925
DFF: 42 / 42 / 0.6039
other: 2 / 5 / 0.003625
where the power goes:
part | internal (mW) | switching [mW]
Clock | 0.129 | 0.153
Sequential | 0.515 | 0.000128
Combinational | 0.00179 | 0.000834
No activity file was given, so power comes from the tool's default toggle rates.
